`./config.mk`:
```
export PLATFORM = sky130hd
export DESIGN_NAME = sorter
export DESIGN_NICKNAME = sorter
export VERILOG_FILES = /design/flow/design.v
export SDC_FILE = /design/flow/constraint.sdc
export NUM_CORES = 4
export LEC_CHECK = 1
export CORE_AREA = 10 10 70 70
export DIE_AREA = 0 0 80 80
```
`./run.sh`:
```
#!/bin/bash
# OpenROAD 26Q1-2900-gdf79404cd8, Yosys 0.63+post, stock flow scripts
make -C /OpenROAD-flow-scripts/flow DESIGN_CONFIG=/design/flow/config.mk WORK_HOME=/design/flow/orfs finish
```
`./constraint.sdc`:
```
current_design sorter

set clk_period 3.3
set clk_io_pct 0.2

create_clock -name clk0 -period $clk_period

set non_clock_inputs [all_inputs -no_clocks]
set_input_delay [expr $clk_period * $clk_io_pct] -clock clk0 $non_clock_inputs
set_output_delay [expr $clk_period * $clk_io_pct] -clock clk0 [all_outputs]
```
`./design.v`:
```
module sorter (A,B,max,min);
  input [3:0] A,B;
  output reg [3:0] max,min;
  always @(A,B)
    begin
      if (A>B)
        begin
          max = A;
          min = B;
        end
      else if (A<B)
        begin
          max = B;
          min = A;
        end
      else
        begin     
          max = 0;
          min = 0;
        end 
    end
endmodule
```
==> Changelog: implementation <==
### Changed

* Pwr per Cell Area at roughly 160 mW/mm²
* Final setup viols at 0
* Mean Syn Cell Area at between 6 and 7 µm²
* Ant diodes at 0
* Post-route minimum period at ~3200 ps
* Layout area overhead at 112%
* 1st-pass router iterations at 2
* Pre-Place Util at 6.81%
* Placed Instances at 99
* Core ar. at around 0.0034 mm²
* Largest net degree at the start of global routing at 9
* CLK BUF at 0
* Netlist cell types at 8
* Share of layout cells above drive strength 1 at 15.1%
* Grt ovf at 0
* Routed WL at around 770 µm
* Worst slew margin at around 78%
* Crit path launch type: input pin
* Avg WL per Cell at 7.74 µm
* Antenna viol nets, final at 0
* Crit path capture: max[1]
* Vias per cell at ~2.7
* Worst Path Required at 2640 ps
* Fin. Hold Viols at 0
* Seq cells at 0
* Number of global-route vias before repair at approximately 240
* Top cells excl fill/tap: clkdlybuf4s50_1 (16), inv_1 (9), nand2_1 (8), mux2i_1 (8)
* Worst setup path startpoint: B[3]
* Final RePlAce weighted congestion at 0.773
* Tally of OpenROAD warnings at 33
* Max IR drop VDD at 0.0245 mV
* DR DRC count at 0
* Detailed Route Iter0 Violations at 13
* Synth Warn # at 1
* Vias at around 270
* Total GRT Usage at 2.17%
* Num ports at 16
* Cell count listed in synth_stat.txt at 34
* Core Rows at 21
* Lkg Pwr at roughly 0.24 nW
* Buffers on Ports at 16
* Worst-path fanout max at 4
* Chip area at 0.00640 mm²
* Final slew viol count at 0
* Flop area at 0 µm²
* Global-route wire length before repair at 1130 µm
* RSZ-0062 raised after global routing: yes
* WS Path Type: in2out
* Fin crit share at between 90 and 100%
* Antenna violations before repair at 0
* Crit path DAT at roughly 2600 ps
* Sequential element share of the synthesized area at 0%
* Syn Inst Count at 34
* Max cap viols at 0
* Setup crit end kind: output port
* F_max at 310 MHz
* Worst min-delay path class: in2out
* Die height at 80 µm
* Worst-Margin Slew at 332 ps
* Post-DP HPWL at 699 µm
* Most frequent logic cell in the layout: clkdlybuf4s50_1
* Yosys synthesis chip area at 233 µm²
* Pwr Total at 0.0786 mW
* Die span in x at 80 µm
* Non-filler cells, final at 99
* Outcome: complete, no violations
* Post-Synthesis Cell Area at 233 µm²
cell usage after synthesis:
cell     n  area [µm²]
o21ai_4  1        16.3
inv_1    9        33.8
mux2i_1  8        80.1
ha_1     4        50.1
nand2_2  1        6.26
nand2_1  8        30.0
a21oi_1  2        10.0
nand4_1  1        6.26
how the worst min path moves through the flow:
stage / cells past startpoint / to / start
final: 4 / min[2] / B[2]
after global routing: 4 / min[2] / B[2]
after CTS: 4 / min[2] / B[2]
report_power, final:
| part | switching [mW] | internal (mW) |
|---|---|---|
| Clock | 0 | 0 |
| Combinational | 0.0278 | 0.0508 |
| Sequential | 0 | 0 |
| Total | 0.0278 | 0.0508 |
cell type report:
| cell class | instances | area (µm²) |
|---|---|---|
| well taps | 46 | 57.6 |
| fillers | 384 | 2920 |
| inverters | 9 | 33.8 |
| multi-input cells | 25 | 219 |
| repair buffers | 19 | 183 |
worst max-delay path, stage by stage:
cell and delay (ps):
clkdlybuf4s50_1 480, inv_1 80, ha_4 290, nand2_2 60
o21ai_4 140, buf_4 160, mux2i_1 200, clkdlybuf4s50_1 500
metrics by stage:
stage               cell area (µm²)  hold WS [ps]  setup WS [ps]  setup TNS [ps]  utilization [%]
finish                          493          2270           72.9               0             14.4
global route                    493          2300          -49.4            -147             14.4
CTS                             493          2280           45.4               0             14.4
detailed placement              473          2270          -35.9            -100             13.8
global placement                473          2270          -7.17           -10.0             13.8
floorplan                       233          1380           1110               0                -
what timing repair did:
| item | CTS | global route |
|---|---|---|
| gates resized | 3 | 0 |
| hold buffers | 0 | 0 |
| gates cloned | 0 | 0 |
| endpoints found under the setup margin | 6 | 7 |
| buffers inserted | 0 | 0 |
layer usage:
| layer | global-route usage (%) | up-vias | part of all wire [%] |
|---|---|---|---|
| met3 | 0.455 | 0 | 7.2 |
| met1 | 1.98 | 115 | 36 |
| li1 | - | 151 | - |
| met2 | 4.82 | 6 | 57 |
| met5 | 0 | - | 0 |
| met4 | 0 | 0 | 0 |
logic make-up after synthesis:
logic type,share of synthesized area (%)
AND-OR/OR-AND,11.3
buffers and inverters,14.5
adder cells (fa/ha/maj),21.5
AND/OR/NAND/NOR,18.3
multiplexers,34.4
Power and IR drop assume default switching activity.
