**run.sh**
```bash
#!/bin/bash
# OpenROAD 26Q1-2900-gdf79404cd8, Yosys 0.63+post, stock flow scripts
make -C /OpenROAD-flow-scripts/flow DESIGN_CONFIG=/design/flow/config.mk WORK_HOME=/design/flow/orfs finish
```
**design.v**
```verilog
module div(numer, denom, quot, rem);
  parameter numer_w = 8;
  parameter denom_w = 4;
  input [numer_w-1:0] numer;
  input [denom_w-1:0] denom;
  output reg [numer_w-1:0] quot;
  output reg [denom_w-1:0] rem;
  wire [numer_w-1:0] numH;
  wire [numer_w-denom_w-1:0] numL;
  wire [numer_w-denom_w-1:0] quotH, quotL;
  wire [denom_w-1:0] remH, remL;
  wire [numer_w-1:0] remHnumL;
  assign numH = {{numer_w-denom_w{1'b0}}, numer[numer_w-1:numer_w-denom_w]};  
  assign numL = numer[numer_w-denom_w-1:0];  
  assign remHnumL = {remH, numL};
  assign quot = {quotH[denom_w-1:0], quotL};
  assign rem = remL;
  thediv #(numer_w, denom_w) theDiv (
    .a(numH), 
    .b(denom), 
    .quo(quotH), 
    .rem(remH)
    );
  thediv #(numer_w, denom_w) theDivtwo (
    .a(remHnumL), 
    .b(denom), 
    .quo(quotL), 
    .rem(remL)
  );
endmodule
module thediv(a, b, quo, rem);
  parameter a_width = 8;
  parameter b_width = 4;
  input  [a_width-1 : 0] a;
  input  [b_width-1 : 0] b;
  output [a_width - b_width -1: 0] quo;
  output [a_width - b_width -1: 0] rem;
  integer i;
  reg [a_width - b_width -1: 0] rem;
  reg [a_width - b_width -1: 0] quo;
  always @(a or b)
  begin
      quo = div_uns (a, b);
      rem = rem_uns (a, b);
  end
  function [a_width - b_width -1: 0] div_uns;
    input  [a_width-1 : 0] A;
    input  [b_width-1 : 0] B;
    reg [a_width - b_width -1: 0] QUOTIENT_v;
    reg [b_width-1 : 0] REMAINDER_v;
    reg                 A_x, B_x;
    reg [b_width : 0] n1;
    reg [a_width - b_width -1: 0] n2;
    begin
        A_x = ^A;
        B_x = ^B;
        if ((A_x === 1'bx) || (B_x === 1'bx))
        begin
            QUOTIENT_v = {a_width - b_width -1{1'bx}};
        end
        else
        begin
            if (B==0)
            begin
                QUOTIENT_v = 0;
            end
            else
            begin
                n1 = {1'b0, A[a_width-1 : a_width - b_width]};
                n2 = A[a_width - b_width-1 : 0];
                for(i=0; i<a_width-b_width; i=i+1)
                begin
                    n1 = {n1[b_width - 1:0], n2[a_width - b_width -1]};
                    n2 = n2 << 1;
                    if (n1 >= B)
                    begin
                        n1 = n1 - B;
                        n2[0] = 1'b1;
                    end
                end
            end
            QUOTIENT_v = n2;
            REMAINDER_v = n1[b_width - 1:0];
        end
        div_uns = QUOTIENT_v;
    end
  endfunction
  function [a_width - b_width -1: 0] rem_uns;
    input  [a_width-1 : 0] A;
    input  [b_width-1 : 0] B;
    reg [a_width - b_width -1: 0] QUOTIENT_v;
    reg [b_width-1 : 0] REMAINDER_v;
    reg                 A_x, B_x;
    reg [b_width : 0] n1;
    reg [a_width - b_width -1: 0] n2;
    begin
        A_x = ^A;
        B_x = ^B;
        if ((A_x === 1'bx) || (B_x === 1'bx))
        begin
            QUOTIENT_v = {a_width - b_width -1{1'bx}};
        end
        else
        begin
            if (B==0)
            begin
                QUOTIENT_v = 0;
            end
            else
            begin
                n1 = {1'b0, A[a_width-1 : a_width - b_width]};
                n2 = A[a_width - b_width-1 : 0];
                for(i=0; i<a_width-b_width; i=i+1)
                begin
                    n1 = {n1[b_width - 1:0], n2[a_width - b_width -1]};
                    n2 = n2 << 1;
                    if (n1 >= B)
                    begin
                        n1 = n1 - B;
                        n2[0] = 1'b1;
                    end
                end
            end
            QUOTIENT_v = n2;
            REMAINDER_v = n1[b_width - 1:0];
        end
        rem_uns = REMAINDER_v;
    end
  endfunction
endmodule
module rms(a,b,c,d,e,RMS);
  parameter width = 8;
  input [(width+1)/2-1:0] a,b,c,d,e;
  output [(width+1)/2-1:0] RMS;
  wire [width-1:0] squaredsum, mean;
  assign squaredsum = (a*a) + (b*b) + (c*c) + (d*d) + (e*e);
  div #(8,3) Divide (
    .numer(squaredsum),
    .denom(5), 
    .quot(mean),
    .rem()
  );
  sqrt #(8) Sqrt (
    .datain(mean),
    .root(RMS)
  );
endmodule
module sqrt(datain,root);
  parameter width = 8;
  input [width-1:0] datain;
  output [(width+1)/2-1:0] root;
  assign root = sqrt_uns (datain);
  function [(width+1)/2-1:0] sqrt_uns;
    input [width-1:0] DATAIN;
    reg [(width+1)/2-1:0] ROOT;
    reg DATAIN_x;
    integer i;
    begin
      DATAIN_x = ^DATAIN;
      ROOT = {(width+1)/2{1'b0}};
      for (i=(width+1)/2-1; i>=0; i=i-1)
        begin
          ROOT[i] = 1'b1;
          if (ROOT*ROOT > {1'b0,DATAIN})
            begin
              ROOT[i] = 1'b0;
            end
        end
    end
    sqrt_uns = ROOT;
  endfunction
endmodule
```
**constraint.sdc**
```tcl
current_design rms

set clk_period 13.1
set clk_io_pct 0.2

create_clock -name clk0 -period $clk_period

set non_clock_inputs [all_inputs -no_clocks]
set_input_delay [expr $clk_period * $clk_io_pct] -clock clk0 $non_clock_inputs
set_output_delay [expr $clk_period * $clk_io_pct] -clock clk0 [all_outputs]
```
**config.mk**
```make
export PLATFORM = sky130hd
export DESIGN_NAME = rms
export DESIGN_NICKNAME = rms
export VERILOG_FILES = /design/flow/design.v
export SDC_FILE = /design/flow/constraint.sdc
export NUM_CORES = 4
export LEC_CHECK = 1
export CORE_UTILIZATION = 30
```
==> summary.txt <==
flow finished, numbers: outcome=finished, final reports clean, Gate Count Post-Synth=192, post-synthesis chip area from yosys=1940 um2, Post-DRT Antenna Nets=0, Init Core Util=31.9%, Slowest cell on crit path=clkdlybuf4s50_1, Placer Congestion=0.766, Final Core Density=36.8%, I/O Pins=24, top cells by area=fa_1 38%, ha_1 29%, inv_1 8.7%, Top cell area share=38.1%, cell count after placement=287, fin cells=287, Total GRT Usage=12.0%, OpenROAD warning count=33, chip height=82.5 um, final critical-path required period=11.22 ns, Final Hold Fails=0, global-route track usage on met2=22.9%, Cells on Worst Hold Path=6, Worst Setup SP=c[0], pin count of the biggest net entering global routing=7, hold endpoint=RMS[0], vias=1252, CP dominant cell by count=fa_1, Synth Seq Share=0%, Max Freq=0.0891 GHz, Flop area=0 um2, max-cap violation count=0, DRC Markers=0, drt pass-1 iters=4, WS Path Type=in2out, M3 GR Usage=0.780%, Seq cells=0, CP peak stage delay=0.55 ns, CP Launch Type=primary input, hold_buf cts=0, initial antenna violation count=0, final wirelength=3190 um, Yosys Instances=192, Critical Path Sink Type=output port, chip area=6800 um2, worst hold start=a[0], vias in the first global route=1399, GR Overflow Total=0, first-pass GRT wire length=6000 um, chip width=82.5 um, DP HPWL=3100 um, min-delay worst type=in2out, vias per cell=4.36, synth warn=7, drt wl/cell=11.1 um, Antenna diodes=0, CP arrival=8.60 ns, TNS Setup=0 ns, share of cells above drive strength 1=3.30%, clock buf count=0, Rows=28, final setup vio count=0, cts repair resizes=0, cycle use final=85.7%, CP cell instances=clkdlybuf4s50_1, and2_1, ha_1, xor2_1, fa_1, inv_1, fa_1, inv_1, fa_1, inv_1, fa_1, inv_1, fa_1, fa_1, inv_1, ha_1, nand2_1, o21ai_0, mux2i_1, and2_1, clkdlybuf4s50_1, setup bufs post-CTS=0, crit path DRT=10.48 ns, CORE AREA=6100 um2, RSZ-0062 raised after global routing=false, PwrDens=218 nW/um2, Final Max-Slew Violation Tally=0, Synth top cells by count=45 x ha_1, 45 x inv_1, 37 x fa_1, iteration-0 DRC count of the detailed router=13, Pleak=1.18 nW, area leader, netlist=fa_1, Max rail drop VDD=0.460 mV, count of cell types in the netlist=23, GR peak layer=met2, Max Fanout on Critical Path=5, mapped cell area=1940 um2, Port Buf Inserts=22, Mapped Avg Cell Area=10.1 um2, GRT met1 Usage=16.1%, synthesis-to-layout area growth=15.4%
==> power by group <==
part	internal [mW]	switching [mW]	leakage, nW
combinational	0.280	0.209	1.18
clock	0	0	0
sequential	0	0	0
==> kinds of logic after synthesis <==
kind of cell | after synthesis | synth area share, %
AOI/OAI and AO/OA | 10 | 3.80
xor gates and xnor gates | 13 | 7.28
adders and majority gates | 82 | 67.1
buffers and inverters | 47 | 9.47
muxes | 3 | 1.68
other | 2 | 0.387
and+or+nand+nor | 35 | 10.2
==> worst max path at each step <==
stage                    end  slack [ns]  cells past startpoint
after CTS             RMS[2]        1.82                     21
after global routing  RMS[2]        1.57                     21
final                 RMS[2]        1.88                     21
==> routing by layer <==
layer | wire length (um) | vias up
li1 | - | 632
met1 | 1370 | 608
met2 | 1730 | 12
met3 | 81 | 0
met4 | 0 | 0
met5 | 0 | -
==> critical path: cells and delay by family <==
kind	cells	cell delay [ns]
adders and majority gates	8	3.61
muxes	1	0.30
and+or+nand+nor	3	0.39
xor gates and xnor gates	1	0.18
AOI/OAI and AO/OA	1	0.23
buffers and inverters	7	1.24
==> cell type report <==
cell class | count | area (um2)
fill | 646 | 3850
inverter | 45 | 169
multi-input combinational | 145 | 1760
tap | 75 | 93.8
timing repair buffer | 22 | 220
==> metrics by stage <==
step           area, um2  setup slack (ns)  total power [mW]  hold slack [ns]
6_report            2240              1.88             0.489             6.70
2_1_floorplan       1940              3.12             0.342             5.62
4_1_cts             2240              1.82             0.500             6.73
3_3_place_gp        2240              1.86             0.491             6.75
5_1_grt             2240              1.57             0.562             6.78
3_5_place_dp        2240              1.83             0.495             6.71
==> cell usage in the layout, fill, tap and decap left out, types with 2 or more instances in the layout <==
cell	count
inv_1	45
ha_1	45
fa_1	37
and2_1	22
clkdlybuf4s50_1	22
nand2_1	7
xnor2_1	7
xor2_1	4
a31o_2	2
mux2_2	2
a21oi_1	2
a21o_1	2
nor2b_1	2
a21oi_2	2
xnor3_1	2
conb_1	2
Power is estimated from default activity; no workload was simulated.
