### flow/config.mk
export PLATFORM = sky130hd
export DESIGN_NAME = fsmd
export DESIGN_NICKNAME = fsmd
export VERILOG_FILES = /design/flow/design.v
export SDC_FILE = /design/flow/constraint.sdc
export NUM_CORES = 4
export LEC_CHECK = 1
export CORE_UTILIZATION = 40
### flow/constraint.sdc
current_design fsmd

set clk_period 13.2
set clk_io_pct 0.2

create_clock -name clk0 -period $clk_period [get_ports {clk}]

set non_clock_inputs [all_inputs -no_clocks]
set_input_delay [expr $clk_period * $clk_io_pct] -clock clk0 $non_clock_inputs
set_output_delay [expr $clk_period * $clk_io_pct] -clock clk0 [all_outputs]
### flow/design.v
module fsmd (start,clk,rst,xin,yin,done,idle,ready,x,X);
  input start,clk,rst;
  input [3:0] xin,yin;
  output reg done,idle,ready;
  output reg [7:0]x,X;
  reg [1:0] state;
  reg [7:0] y,z;
  parameter [1:0] s1=0,s2=1,s3=2,s4=3;
  always @ (posedge clk, posedge rst)
    begin
      if(rst)
        begin
          state <= s1;
        end
      else
        begin
          case (state)
            s1: begin if (start) begin done<=0; idle<=0; ready<=0; state <= s2; x <= xin; y <= yin; z <= xin*xin; end
                      else begin idle <= 1; state <= s1; end
                end
            s2: begin y <= y/3; state <= s3; end
            s3: begin y <= y/z; state <= s4; end
            s4: begin x <= (x<<1)/3 - y; done <= 1; ready <= 1; state <=s1; end
            default: state <= s1;
          endcase
        end
    end
  always @(posedge ready)
    begin
      if (ready)
        begin
          X <= x;
        end
      else
        begin
          X <= 0;
        end
    end
endmodule
### flow/run.sh
#!/bin/bash
# OpenROAD 26Q1-2900-gdf79404cd8, Yosys 0.63+post, stock flow scripts
make -C /OpenROAD-flow-scripts/flow DESIGN_CONFIG=/design/flow/config.mk WORK_HOME=/design/flow/orfs finish
==> results.txt <==
Implementation results. Pin count of the biggest net entering global routing landed at 27. TritonCTS built the clock tree. The number of global-route vias before repair was around 3,600.

The layout summary lists the proportion of cells stronger than drive strength 1 as slightly below 8%. The report shows a maximum critical-path fanout of 9. The total overflow left after global routing is 0. The floorplan step set the die height to between 100 and 150 µm. Global routing used 20.75% of the available tracks across all layers.

Area enclosed by the die boundary landed at 10,840 µm². Core occupancy in the finished layout landed at between 40 and 50%. Maximum level of the CTS H-tree landed at 2. The max-slew check reports its worst relative slack as a little over 40%. Leakage dissipation landed at approximately 1.9 nW.

Total power per unit cell area landed at 43.91 nW/µm². Number of violations of the max-capacitance limit landed at 0. The post-synth count of flops with an enable pin is 25.

Clock tree synthesis selected as its root buffer the cell sky130_fd_sc_hd__clkbuf_8. Total number of yosys warnings landed at 1. The number of antenna violations at the first check in global routing is 0. Slack of the worst reg-to-reg path landed at around 2.6 ns. The timer found 8 register pins that no clock reaches; their paths are not timed. Average detailed-routed wire length per instance landed at roughly 16 µm. Post-cts gate resize count landed at 0.

Clock insertion delay at the later pin of the skew report landed at around 0.28 ns. By area, the combinational part of the netlist is dominated by AND-OR/OR-AND gates. Count of final setup violators landed at 0. Post-synthesis instance area landed at approximately 4200 µm². In this design, the critical path's most frequently occurring cell is sky130_fd_sc_hd__ha_1.

Global placement routability congestion landed at approximately 0.96. The largest total area in the synthesized netlist belongs to sky130_fd_sc_hd__edfxtp_1. Number of vias per cell landed at about 5.7. The area growth from synthesis to layout is 13.10%. The endpoint identified for the worst register-to-register timing path is y[0]. The DRC violation total left in the routed layout is recorded as 0.

STA classifies the critical path startpoint as a flip-flop. After Yosys synthesis, and, or, nand and nor cells account for between 10% and 20% of the synthesized area. Count of buffers added by post-CTS timing repair for setup landed at 0. Ranked by total cell area, the synthesized netlist is headed by sky130_fd_sc_hd__edfxtp_1 (18%), sky130_fd_sc_hd__ha_1 (13%), sky130_fd_sc_hd__a21oi_1 (4.1%). The floorplan step defined a core boundary enclosing roughly 10000 µm².

OpenSTA lists the critical path startpoint as z[6]. Based on the critical path, the design can be clocked at up to 94.50 MHz. In the Yosys stats the netlist draws on roughly 74 distinct library cells.

Per the cell usage report, the commonest logic cell in the layout is sky130_fd_sc_hd__ha_1. STA classifies the critical path endpoint as a flip-flop. Looking at the setup timing report, the critical path kind is flip-flop to flip-flop. The first global-routing pass estimated 17.82 mm of wire.

Maximum clock insertion buffer count landed at 2. After synthesis, the mean cell area works out to roughly 8.4 µm². Parity-gate share of the synthesized area counting xor and xnor cells landed at ~6.5%. Detailed-routing iteration count for the pre-antenna-repair pass landed at 4. Number of design-rule violations left by the first detailed-router iteration landed at around 220. Minimum clock period after layout landed at 10.58 ns. Total cells reported by yosys after synthesis landed at between 400 and 500.

On the critical path the data arrives at 10.59 ns. Final worst-path cycle share landed at 80.16%. Count of pins on the block boundary landed at 30.

Clock skew after layout landed at between 0.006 and 0.007 ns. Area fraction in full adders, half adders and majority gates landed at a little over an eighth. After synthesis, the share of flip-flops with an asynchronous set or reset is 10.81%. The timing report shows that the slowest cell on the worst path is sky130_fd_sc_hd__or4_4. Among all flip-flop cells after synthesis, the most frequent one is sky130_fd_sc_hd__edfxtp_1. Post-route setup TNS landed at 0 ns.

Number of synthesized register bits landed at 37. Hold violation total from the final report landed at 0. Summing over every cut layer, the via total after detailed routing is roughly 3,700. Summed over all layers, the routed wires come to ~11 mm.

Total half-perimeter wirelength after legalization and detailed placement landed at about 8.4 mm. Data required time of the worst path landed at roughly 13 ns. Number of unconstrained endpoints landed at 16.

Mux cell area share after synthesis landed at under 10%. Final-layout fill cell count landed at just over 900. Minimum hold slack landed at between 0.5 and 0.6 ns. Counting the buffers created by CTS gives 5. Setup repair after global routing left no endpoint under its margin.

By instance count after routing, the leading logic cell types are sky130_fd_sc_hd__ha_1 (42), sky130_fd_sc_hd__nand2_1 (41), sky130_fd_sc_hd__nor2_1 (35). Number of antenna-violating nets in the routed design landed at 0. Synthesized-area fraction occupied by ao, oa, aoi and oai cells landed at between 20% and 30%. Per the power-grid run, VDD falls by no more than 0.00004393 V. Sequential cells were found to cover roughly 24% of the synthesized design area. In the CTS report, the clock slew at the register clock pins of the worst setup and hold paths is listed as about 0.070 ns. Count of standard-cell rows landed at 36.

Number of standard cells after synthesis landed at roughly 500. Count of port buffers added during placement landed at 29. The number of warnings reported in the stage logs is 26. Antenna diode count landed at 0.

In this run the worst setup path terminates at y[0]. In this design, the stage delay of the slowest critical-path cell is roughly 0.6 ns. According to the hold report, the worst path is of the flip-flop to flip-flop type. Final max-slew violation count landed at 0. Before placement the cells fill 41.92% of the core.

Width of the die landed at between 100 and 150 µm. For the worst flop-to-flop path, the logic depth is roughly 40. Looking at the reg2reg group, the worst path starts from z[6]. The area recorded from the Yosys report for this design is between 4000 and 5000 µm². The run finished with clean final reports. Share of the synthesized area in the top cell type landed at ~18%. Hold buffer count at cts landed at 0. The pin closest to its max-slew limit shows a slew of 0.8620 ns.
kinds of logic (layout without fill, tap and decap cells):
| logic type | Yosys count | count (layout) |
|---|---|---|
| simple gates | 160 | 160 |
| fa+ha+maj | 44 | 44 |
| xor+xnor | 31 | 31 |
| buf+inv | 43 | 71 |
| compound gates | 152 | 152 |
| mux | 27 | 27 |
| flops | 37 | 37 |
through the flow:
| step | setup WS [ns] | instances | instance area, µm² | total power, W |
|---|---|---|---|---|
| after floorplan | 3.603 | 494 | 4173 | 0.0001064 |
| after global placement | 3.089 | 647 | 4599 | 0.0001115 |
| after detailed placement | 2.743 | 647 | 4599 | 0.0001117 |
| after CTS | 2.661 | 655 | 4720 | 0.0002094 |
| after global routing | 1.685 | 655 | 4720 | 0.0002154 |
| final | 2.618 | 655 | 4720 | 0.0002072 |
power by group:
part	leakage (nW)	switching (W)	internal (W)	total (W)
Combinational	1.51	0.00000478	0.00000565	0.0000104
Clock	0.0574	0.0000361	0.0000613	0.0000975
Sequential	0.342	0	0.0000993	0.0000993
worst min-delay path by stage:
stage	slack (ns)	startpoint	to	cells past startpoint
CTS	0.56	state[0]	state[0]	1
finish	0.56	state[0]	state[0]	1
global route	0.58	state[0]	state[0]	1
area by class of cell:
class                      instances  area, µm²  share of cell area [%]
multi-input combinational        414       2984                   63.23
clock buffer                       6      82.58                   1.750
timing repair buffer              34      327.8                   6.946
clock inverter                     2      37.54                  0.7953
sequential                        37       1012                   21.45
tap                              133      166.4                   3.526
inverter                          29      108.9                   2.306
state kept, by name, summed over array words and instances, names as in the netlist:
| register | flops |
|---|---|
| X | 8 |
| idle | 1 |
| x | 8 |
| y | 8 |
| state | 4 |
| z | 7 |
| done | 1 |
metal layers:
layer  part of all wire (%)  vias to the layer above  track usage, %
met5                      0                        -               0
met4                   0.24                        0          0.8163
met3                    6.4                        2           4.531
met2                     41                      114           29.38
met1                     52                     1706           34.61
li1                       -                     1915               -
worst max-delay path: cells and delay by family (launching register included):
kind	cells	cell delay, ns
adders and majority gates	6	1.84
muxes	4	1.20
DFF	1	0.47
xor gates and xnor gates	1	0.19
and+or+nand+nor	10	2.14
AOI/OAI and AO/OA	19	4.45
cells in the mapped netlist, drive strengths merged, types with 8 or more instances:
master   n
a21o    19
a21oi   35
a31oi   10
and2    14
clkbuf   9
dfxtp    8
edfxtp  25
ha      42
inv     29
mux2    16
mux2i   11
nand2   41
nand3    9
nor2    36
nor3    11
o21ai   28
xnor2   18
xor2    13
Power is estimated from default activity; no workload was simulated.
